File: flow/config.mk
export PLATFORM = sky130hd
export DESIGN_NAME = asyn_fifo
export DESIGN_NICKNAME = asyn_fifo
export VERILOG_FILES = /design/flow/design.v
export SDC_FILE = /design/flow/constraint.sdc
export NUM_CORES = 4
export LEC_CHECK = 1
export CORE_UTILIZATION = 40
export SYNTH_MEMORY_MAX_BITS = 65536
File: flow/run.sh
#!/bin/bash
# OpenROAD 26Q1-2900-gdf79404cd8, Yosys 0.63+post, stock flow scripts
make -C /OpenROAD-flow-scripts/flow DESIGN_CONFIG=/design/flow/config.mk WORK_HOME=/design/flow/orfs finish
File: flow/design.v
`timescale 1ns / 1ps
module asyn_fifo
	#(
		parameter DATA_WIDTH=8,
					 FIFO_DEPTH_WIDTH=11   
	)
	(
	input wire rst_n,
	input wire clk_write,clk_read,  
	input wire write,read, 
	input wire [DATA_WIDTH-1:0] data_write,  
	output [DATA_WIDTH-1:0] data_read,  
	output reg full,empty,  
	output reg[FIFO_DEPTH_WIDTH-1:0] data_count_w,data_count_r  
    );
	 localparam FIFO_DEPTH=2**FIFO_DEPTH_WIDTH;
	 reg[FIFO_DEPTH_WIDTH:0] w_ptr_q=0;  
	 reg[FIFO_DEPTH_WIDTH:0] r_ptr_sync;  
	 reg[FIFO_DEPTH_WIDTH:0] r_grey_sync;  
	 reg[3:0] i;  
	 wire[FIFO_DEPTH_WIDTH:0] w_grey,w_grey_nxt;  
	 wire we;
	 assign w_grey=w_ptr_q^(w_ptr_q>>1);  
	 assign w_grey_nxt=(w_ptr_q+1'b1)^((w_ptr_q+1'b1)>>1);   
	 assign we= write && !full; 
	 always @(posedge clk_write,negedge rst_n) begin
		if(!rst_n) begin
			w_ptr_q<=0;
			full<=0;
		end
		else begin
			if(write && !full) begin  
				w_ptr_q<=w_ptr_q+1'b1; 
				full <= w_grey_nxt == {~r_grey_sync[FIFO_DEPTH_WIDTH:FIFO_DEPTH_WIDTH-1],r_grey_sync[FIFO_DEPTH_WIDTH-2:0]};  
			end
			else full <= w_grey == {~r_grey_sync[FIFO_DEPTH_WIDTH:FIFO_DEPTH_WIDTH-1],r_grey_sync[FIFO_DEPTH_WIDTH-2:0]}; 
			for(i=0;i<=FIFO_DEPTH_WIDTH;i=i+1) r_ptr_sync[i]=^(r_grey_sync>>i);  
			data_count_w <= (w_ptr_q>=r_ptr_sync)? (w_ptr_q-r_ptr_sync):(FIFO_DEPTH-r_ptr_sync+w_ptr_q);  
		end							
	 end
	 reg[FIFO_DEPTH_WIDTH:0] r_ptr_q=0;  
	 reg[FIFO_DEPTH_WIDTH:0] w_ptr_sync;  
	 reg[FIFO_DEPTH_WIDTH:0] w_grey_sync;  
	 wire[FIFO_DEPTH_WIDTH:0] r_grey,r_grey_nxt;  
	 wire[FIFO_DEPTH_WIDTH:0] r_ptr_d;
	 assign r_grey= r_ptr_q^(r_ptr_q>>1);   
	 assign r_grey_nxt= (r_ptr_q+1'b1)^((r_ptr_q+1'b1)>>1);  
	 assign r_ptr_d= (read && !empty)? r_ptr_q+1'b1:r_ptr_q;
	 always @(posedge clk_read,negedge rst_n) begin
		if(!rst_n) begin
			r_ptr_q<=0;
			empty<=1;
		end
		else begin
			r_ptr_q<=r_ptr_d;
			if(read && !empty) empty <= r_grey_nxt==w_grey_sync; 
			else empty <= r_grey==w_grey_sync; 
			for(i=0;i<=FIFO_DEPTH_WIDTH;i=i+1) w_ptr_sync[i]=^(w_grey_sync>>i);  
			data_count_r = (w_ptr_q>=r_ptr_sync)? (w_ptr_q-r_ptr_sync):(FIFO_DEPTH-r_ptr_sync+w_ptr_q);  
		end
	 end
	 reg[FIFO_DEPTH_WIDTH:0] r_grey_sync_temp;
	 reg[FIFO_DEPTH_WIDTH:0] w_grey_sync_temp;
	 always @(posedge clk_write) begin  
		r_grey_sync_temp<=r_grey; 
		r_grey_sync<=r_grey_sync_temp;
	 end
	 always @(posedge clk_read) begin  
		w_grey_sync_temp<=w_grey;
		w_grey_sync<=w_grey_sync_temp;
	 end
	dual_port_sync #(.ADDR_WIDTH(FIFO_DEPTH_WIDTH) , .DATA_WIDTH(DATA_WIDTH)) m0
	(
		.clk_r(clk_read),
		.clk_w(clk_write),
		.we(we),
		.din(data_write),
		.addr_a(w_ptr_q[FIFO_DEPTH_WIDTH-1:0]),  
		.addr_b(r_ptr_d[FIFO_DEPTH_WIDTH-1:0] ),  
		.dout(data_read)
	);
endmodule
module dual_port_sync
	#(
		parameter ADDR_WIDTH=11,  
					 DATA_WIDTH=8
	)
	(
		input wire clk_r,
		input wire clk_w,
		input wire we, 
		input wire[DATA_WIDTH-1:0] din,
		input wire[ADDR_WIDTH-1:0] addr_a,addr_b,  
		output wire[DATA_WIDTH-1:0] dout
	);
	reg[DATA_WIDTH-1:0] ram[2**ADDR_WIDTH-1:0];
	reg[ADDR_WIDTH-1:0] addr_b_q;
	always @(posedge clk_w) begin
		if(we) ram[addr_a]<=din;
	end
	always @(posedge clk_r) begin
		addr_b_q<=addr_b;	
	end
	assign dout=ram[addr_b_q];
endmodule
File: flow/constraint.sdc
current_design asyn_fifo

set clk_period 446.2
set clk_io_pct 0.2

create_clock -name clk0 -period $clk_period [get_ports {clk_read}]
create_clock -name clk1 -period $clk_period [get_ports {clk_write}]

set non_clock_inputs [all_inputs -no_clocks]
set_input_delay [expr $clk_period * $clk_io_pct] -clock clk0 $non_clock_inputs
set_output_delay [expr $clk_period * $clk_io_pct] -clock clk0 [all_outputs]
==> impl_metrics.ini <==
; implementation run metrics
[route]
num_vias = 285248
drcViolationCount = 0
post_drt_wl_per_cell_um = 32.4
wirelength_um = 1640000
first_pass_iters = 7
via_per_inst = 5.65
drt.antenna.violating_nets = 0
first_iter_violations = 18870

[die]
die_area_mm2 = 1.59
rows = 462
die_h_um = 1260
core_util_floorplan_pct = 40.1
core_mm2 = 1.58
io_pins = 45
die_width_um = 1260

[layout]
area_growth_pct = 13.7
layout-drive-gt1-share_pct = 31.9
final_core_util_pct = 45.6
nFillCells = 126737

[clock_network]
cts_num_sinks = 16502
clkSlewWorstSetupHoldPaths_ps = 60
postCtsSetupBuffers = 0
cts_tree = yes

[power_and_ir_drop]
irDropWorstVdd_mv = 0.00918
power.leakage_nw = 219
cellPowerDensity_mw_per_mm2 = 6.07

[worst_setup_path]
cp-start-kind = register
critPathKind = reg -> out
arrival_ps = 11080
path_max_fanout = 36
endpoint_kind = output pin
cp.required_ps = 356960

[logic_synthesis]
avgSynthCellArea_um2 = 24.2
yosysMostFrequentCell = edfxtp_1
edf_count = 16417
yosysTopAreaCell = edfxtp_1
top_cell_area_share_pct = 77.6
topCellsByArea = edfxtp_1, mux4_2, nor2_1
yosys_area_mm2 = 0.635
netlist_top_cells_count = edfxtp_1, mux4_2, nor2_1
synth-seq-cells = 16502
ys_cells = 26224
synth_area_mm2 = 0.635
synth-main-ff-cell = edfxtp_1
yosys_warnings = 2
ys_seq_share_pct = 77.9
synth_cells = 26224
yosysUniqueCellTypes = 44
async_flop_share_pct = 0.158

[worst_hold_path]
min_path_type = reg -> reg

[final_timing]
hold_violations = 0
setup_tns_ps = 0
rsz0062_at_grt = no
slew_headroom_pct = 19.1
worst_pin_slew_ps = 1210
skew_ps = 126
drv_slew = 0
setup_viol = 0

[global_routing]
grt_max_degree = 156
grt_usage_pct = 22.9
grt_overflow = 0
grt_pass1_vias = 322783
antenna_found_initial = 119
grt_pass1_wl_um = 2340000

[job]
warning_count = 129
drv_cap = 0

[placed_design]
io_buffers = 43
dp_hpwl_um = 999000
place.gp.congestion = 0.880

[outcome]
status = completed
-- worst paths after layout --
kind / from / to / slack (ps) / cells after the start
hold / removal: r_ptr_q[8] / r_grey_sync_temp[8] / 190 / 2
hold reg to reg: r_ptr_q[8] / r_grey_sync_temp[8] / 190 / 2
setup reg to reg: w_ptr_q[1] / m0.ram[917][5] / 440700 / 8
min in group asynchronous: rst_n / full / 88260 / 2
max in group clk1: data_write[2] / m0.ram[816][2] / 352540 / 9
max in group asynchronous: rst_n / r_ptr_q[10] / 356500 / 2
setup / recovery: m0.addr_b_q[0] / data_read[4] / 345880 / 19
min in group clk0: w_grey_sync_temp[4] / w_grey_sync[4] / 320 / 0
-- timing repair --
action / CTS / global route
hold endpoints to repair: 12 / 0
endpoints found under the setup margin: 0 / 0
resized: 0 / 0
hold buffers: 18 / 0
-- cells in the final DEF (no fill, tap or decap), types with 6 or more instances in the layout --
| cell type | n |
|---|---|
| nor2b_4 | 7 |
| buf_16 | 8 |
| clkbuf_8 | 6 |
| nand2_2 | 6 |
| dlygate4sd3_1 | 18 |
| ha_1 | 49 |
| clkdlybuf4s50_1 | 34 |
| dfxtp_4 | 8 |
| clkinvlp_4 | 51 |
| clkinv_2 | 293 |
| nor2b_1 | 7 |
| xor2_1 | 39 |
| inv_6 | 15 |
| clkinv_8 | 12 |
| edfxtp_1 | 16417 |
| o22ai_1 | 29 |
| mux4_2 | 5440 |
| dfxtp_1 | 51 |
| nand3_1 | 31 |
| inv_1 | 40 |
| diode_2 | 174 |
| or2_4 | 16 |
| clkinv_1 | 421 |
| nand3_4 | 16 |
| nor4_4 | 7 |
| buf_12 | 40 |
| nor2_1 | 2086 |
| dfrtp_1 | 25 |
| xnor2_1 | 76 |
| nand2_1 | 111 |
| clkbuf_16 | 1766 |
| bufinv_16 | 148 |
| clkbuf_1 | 351 |
| buf_4 | 1428 |
| nand4_1 | 6 |
| o21ai_0 | 28 |
| clkinv_4 | 9 |
| a21oi_1 | 15 |
-- critical path, cell delays in order (launching register included) --
cell and delay [ps]:
dfxtp_4 630, buf_4 470, buf_4 470, buf_4 680
buf_4 660, buf_4 630, buf_4 690, buf_4 680
buf_4 680, buf_4 710, mux4_2 610, mux4_2 540
mux4_2 610, mux4_2 580, o22ai_1 700, buf_4 270
nor4_4 70, buf_8 180, buf_4 140, clkdlybuf4s50_1 420
-- flip-flops by register name, indices dropped and copies added (netlist names) --
| signal | cells |
|---|---|
| full | 1 |
| r_ptr_sync | 11 |
| data_count_w | 11 |
| w_grey_sync_temp | 12 |
| m0.ram | 16384 |
| w_ptr_q | 12 |
| r_grey_sync_temp | 12 |
| r_ptr_q | 12 |
| data_count_r | 11 |
| r_grey_sync | 12 |
| w_grey_sync | 12 |
| m0.addr_b_q | 11 |
| empty | 1 |
-- where the power goes --
part | total [W] | switching [W] | internal, W
sequential | 0.00172 | 0.0000107 | 0.00171
combinational | 0.00128 | 0.000712 | 0.000570
clock | 0.00138 | 0.000575 | 0.000806
total | 0.00439 | 0.00130 | 0.00309
-- layout make-up --
class                   instances  area, um^2  share of cell area [%]
diodes                        174         435                  0.0603
clock inverters               956        8400                    1.16
repair buffers               1534       12300                    1.71
flip-flops and latches      16502      495000                    68.5
multi-input cells            8025      134000                    18.6
well taps                   21112       26400                    3.66
clock buffers                2123       45600                    6.31
inverters                      40         150                  0.0208
-- layer usage --
metal | up-vias | routed length, um | GRT usage, % | part of all wire (%)
li1 | 115981 | - | - | -
met1 | 147022 | 480000 | 25.1 | 29
met2 | 19244 | 759000 | 32.3 | 46
met3 | 2824 | 334000 | 20.9 | 20
met4 | 177 | 59500 | 6.69 | 3.6
met5 | - | 3930 | 2.41 | 0.24
-- cell families (layout without fill, tap and decap cells) --
family,count (synthesis),after routing,share of synthesized area [%]
flops,16502,16502,77.9
simple gates,2325,2325,1.41
fa+ha+maj,50,50,0.0996
xor+xnor,118,118,0.169
other cells,0,174,0
compound gates,90,90,0.0835
buf+inv,1697,4653,1.07
mux,5442,5442,19.3
-- metrics by stage --
stage	cells	total power [W]	setup WS (ps)	hold slack, ps	instance area, um^2
2_1_floorplan	26224	0.00255	353590	310	635000
3_3_place_gp	47189	0.00305	345790	310	668000
3_5_place_dp	47195	0.00305	345970	312	668000
4_1_cts	50292	0.00443	345560	100	722000
5_1_grt	50358	0.00454	344920	197	722000
6_report	50466	0.00439	345880	195	722000
Power is estimated from default activity; no workload was simulated.
