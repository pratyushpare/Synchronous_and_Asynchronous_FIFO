`design/flow/config.mk`:
```
export PLATFORM = sky130hd
export DESIGN_NAME = sync_fifo
export DESIGN_NICKNAME = sync_fifo
export VERILOG_FILES = /design/flow/design.v
export SDC_FILE = /design/flow/constraint.sdc
export NUM_CORES = 4
export LEC_CHECK = 1
export CORE_UTILIZATION = 40
export SYNTH_MEMORY_MAX_BITS = 65536
```
`design/flow/constraint.sdc`:
```
current_design sync_fifo

set clk_period 1297.3
set clk_io_pct 0.2

create_clock -name clk0 -period $clk_period [get_ports {clk}]

set non_clock_inputs [all_inputs -no_clocks]
set_input_delay [expr $clk_period * $clk_io_pct] -clock clk0 $non_clock_inputs
set_output_delay [expr $clk_period * $clk_io_pct] -clock clk0 [all_outputs]
```
`design/flow/design.v`:
```
`timescale 1ns / 1ps
module sync_fifo #(parameter ADDR_WIDTH = 8, parameter DATA_WIDTH = 32, parameter FIFO_DEPTH = 1<<ADDR_WIDTH)
                  (clk,rst_n,wr_data,rd_data,wr_en,rd_en,fifo_full,fifo_empty);
input clk,rst_n,wr_en,rd_en;
input [DATA_WIDTH-1:0]wr_data;
output reg [DATA_WIDTH-1:0]rd_data;
output reg fifo_full,fifo_empty;
reg [DATA_WIDTH-1:0]mem[FIFO_DEPTH-1:0];
reg [ADDR_WIDTH-1:0]wr_ptr,rd_ptr;
reg [ADDR_WIDTH:0]loc_counter;
always@(posedge clk)
    begin
        if(!fifo_full && wr_en) mem[wr_ptr] <= wr_data;
        else mem[wr_ptr] <= mem[wr_ptr];
    end
always@(posedge clk or negedge rst_n)
    begin
        if(!rst_n) rd_data <= 0;
        else
            begin
                if(!fifo_empty && rd_en) rd_data <= mem[rd_ptr];
                else rd_data <= rd_data;
            end
    end
always@(posedge clk or negedge rst_n)
    begin
       if(!rst_n)
        begin
             wr_ptr <= 0;
             rd_ptr <= 0;
        end
       else
        begin
            if(!fifo_full && wr_en) wr_ptr <= wr_ptr + 1;
            else wr_ptr <= wr_ptr;
            if(!fifo_empty && rd_en) rd_ptr <= rd_ptr + 1;
            else rd_ptr <= rd_ptr;
        end
     end
always@(posedge clk or negedge rst_n)
    begin
        if(!rst_n) loc_counter <= 0;
        else
            begin
                if((wr_en && !fifo_full) && (rd_en && !fifo_empty)) loc_counter <= loc_counter;
                else if(wr_en && !fifo_full) loc_counter <= loc_counter+1;
                else if(rd_en && !fifo_empty) loc_counter <= loc_counter-1;
                else loc_counter <= loc_counter;
           end
    end
always@(loc_counter)
    begin
        if(loc_counter==0) fifo_empty <= 1;
        else if(loc_counter==FIFO_DEPTH) fifo_full <= 1;
        else 
            begin
                fifo_empty <= 0;
                fifo_full  <= 0;
            end
    end
endmodule
```
`design/flow/run.sh`:
```
#!/bin/bash
# OpenROAD 26Q1-2900-gdf79404cd8, Yosys 0.63+post, stock flow scripts
make -C /OpenROAD-flow-scripts/flow DESIGN_CONFIG=/design/flow/config.mk WORK_HOME=/design/flow/orfs finish
```
==> results.sh <==
# yosys + openroad results
export IMPL_outcome="finished clean"
export IMPL_grt_first_pass_wirelength_um=1360000
export IMPL_synth_area_mm2=0.316
export IMPL_synth_edff_count=8192
export IMPL_rsz0062_at_grt="false"
export IMPL_min_period_ns=262.79
export IMPL_tool_warnings=30
export IMPL_route_detailed_drc=0
export IMPL_vias=153076
export IMPL_place_area_mm2=0.335
export IMPL_rows=326
export IMPL_h_tree_depth=6
export IMPL_async_reset_ff_share_pct=0.691
export IMPL_syn_area_per_cell_um2=22.8
export IMPL_routed_wl_um=987000
export IMPL_untimed_endpoints=4
export IMPL_ctsResizeCount=0
export IMPL_cp_required_ns=1298.10
export IMPL_netlist_instances=13870
export IMPL_setup_viol=0
export IMPL_drt_initial_drc_count=11532
export IMPL_synthToLayoutAreaGrowth_pct=14.3
export IMPL_dp_hpwl_um=616000
export IMPL_grt_ovfl_total=0
export IMPL_grt_pass1_vias=166260
export IMPL_die_h_um=891
export IMPL_crit_arrival_ns=263.59
export IMPL_globalRoute_busiestLayer="met2"
export IMPL_finalHoldViolCount=0
export IMPL_critical_path_top_delay_family="buffers and inverters"
export IMPL_p_leak_nw=112
export IMPL_insertion_delay_ns=1.19
export IMPL_place_gp_congestion=0.993
export IMPL_rrSetupSlack_ns=1289.64
export IMPL_cp_num_buf_inv=6
export IMPL_gr_usage_met2_pct=36.5
export IMPL_slew_viol_final=0
export IMPL_fillCellCount=63733
export IMPL_dieArea_mm2=0.794
export IMPL_dr_pass1_iters=6
export IMPL_yosysWarnings=1
export IMPL_grt_util_met3_pct=26.2
export IMPL_ff_type="edfxtp_1"
export IMPL_end_kind="flip-flop"
export IMPL_ant_nets=0
export IMPL_wire_per_inst_um=37.7
export IMPL_coreArea_mm2=0.788
export IMPL_max_cap_violations=0
export IMPL_hold_buffers=0
export IMPL_tightest_slew_ns=1.33
export IMPL_fmax_mhz=3.81
export IMPL_fin_setup_tns_ns=0
export IMPL_antenna_found_initial=84
export IMPL_final_area_mm2=0.361
export IMPL_unclocked_pins=2
export IMPL_fp_util_pct=40.1
export IMPL_ys_cells=13870
export IMPL_final_layout_size_suffix_gt1_share_pct=28.4
export IMPL_grt_max_degree=93
export IMPL_p_per_area_mw_per_mm2=2.20
export IMPL_crit_top_cell="buf_4"
export IMPL_die_w_um=891
export IMPL_port_buffers=69
export IMPL_startpoint_type="input port"
export IMPL_clk_pin_slew_worst_paths_ns=0.06
export IMPL_fin_hold_ws_ns=0.532
export IMPL_slew_headroom_pct=11.0
export IMPL_crit_type="input port to flip-flop"
export IMPL_worstPathCellList="clkdlybuf4s50_1 -> nand2b_1 -> buf_4 -> inv_2 -> buf_4 -> nand3_4 -> buf_4 -> nor2_4 -> buf_4"
export IMPL_viasPerCell=5.86
export IMPL_crit_path_max_fanout=19
export IMPL_ys_flops=8251
export IMPL_cts_buffers_inserted=816
export IMPL_finalCritPeriodShare_pct=20.3
export IMPL_worstHoldPathType="flip-flop to flip-flop"
export IMPL_finalClockSkew_ns=0.0732
export IMPL_grt_usage_pct=27.5
export IMPL_yosys_area_mm2=0.316
export IMPL_cts_root_buf="clkbuf_16"
export IMPL_grtUsageMet1_pct=28.7
export IMPL_cpPeakStageDelay_ns=0.72
export IMPL_peakVddDrop_mv=0.00243
export IMPL_ys_types=68
export IMPL_cp_slowest_cell="nand3_4"
export IMPL_ios=70
export IMPL_cts_buffer_depth=4
export IMPL_post_cts_buffers=0
export IMPL_cts_tree="done"
## state kept, by name (all words and copies together) (netlist names)
register     flops
fifo_empty       1
wr_ptr           8
rd_data         32
fifo_full        1
rd_ptr           8
mem           8192
loc_counter      9
## power by group
group / switching, W / total [W] / internal [W]
Sequential: 0.00000412 / 0.000301 / 0.000297
Combinational: 0.000173 / 0.000263 / 0.0000899
Clock: 0.000101 / 0.000229 / 0.000128
## synth_stat cells (8+ instances only)
master,number,area [µm²]
edfxtp_1,8192,246000
and2_1,8,50.1
or2_2,9,56.3
buf_4,101,758
o211ai_1,49,368
a22oi_1,130,976
o21ai_1,41,205
a21o_1,18,135
nand2_1,271,1020
a21oi_1,250,1250
o31ai_1,11,82.6
nand4_1,8,50.1
nor3_1,33,165
a22o_1,17,149
a31oi_1,21,131
a2111oi_0,14,123
buf_1,65,244
nor4_1,14,87.6
o221ai_1,39,342
dfrtp_1,57,1430
o21ai_0,127,636
a32o_1,8,80.1
o22ai_1,121,757
buf_2,257,1290
a211oi_1,72,541
xnor2_1,16,140
mux2i_1,769,7700
nor2_1,349,1310
nand2b_1,13,81.3
a221oi_1,135,1180
nor2b_1,42,263
nand3_1,81,405
a222oi_1,15,150
buf_6,103,1160
a211o_1,8,70.1
ha_1,12,150
mux2_2,40,450
clkbuf_1,277,1040
a221o_1,13,130
mux4_2,1964,44200
o2111ai_1,26,228
inv_1,13,48.8
## metal layers
metal,routed length [µm],up-vias
li1,-,61461
met1,272000,78026
met5,6030,-
met3,217000,1936
met2,428000,11539
met4,63900,114
## cell families (layout without fill, tap and decap cells)
kind of cell | count (synthesis) | count (layout) | share of synthesized area, %
muxes | 2773 | 2773 | 16.6
xor gates and xnor gates | 21 | 21 | 0.0582
and+or+nand+nor | 841 | 841 | 1.13
buffers and inverters | 819 | 2499 | 1.44
DFF | 8249 | 8249 | 78.3
adders and majority gates | 13 | 13 | 0.0538
other | 0 | 96 | 0
AOI/OAI and AO/OA | 1152 | 1152 | 2.49
latches | 2 | 2 | 0.00950
## stage by stage
stage | cells | total power [W] | utilization, % | worst slack (ns)
2_1_floorplan | 13870 | 0.000438 | - | 1034.88
3_3_place_gp | 24563 | 0.000563 | 42.6 | 1033.47
3_5_place_dp | 24563 | 0.000563 | 42.6 | 1033.48
4_1_cts | 26046 | 0.000790 | 45.9 | 1034.70
5_1_grt | 26102 | 0.000813 | 45.9 | 1034.47
6_report | 26142 | 0.000793 | 45.9 | 1034.51
## final timing paths
path / startpoint / depth (start not counted) / end
worst max-delay path: wr_en / 9 / mem[10][22]
worst min-delay path: rd_data[6] / 1 / rd_data[6]
worst max register to register: rd_ptr[0] / 10 / rd_data[7]
worst min register to register: rd_data[6] / 1 / rd_data[6]
max in group asynchronous: rst_n / 3 / rd_ptr[5]
min in group asynchronous: rst_n / 1 / loc_counter[8]
## layout make-up
type,instances,area (µm²),share of cell area [%]
inverters,14,65.1,0.0180
well taps,10496,13100,3.63
flip-flops and latches,8251,247000,68.5
diodes,96,240,0.0665
clock buffers,1012,21200,5.88
multi-input cells,4800,66600,18.4
repair buffers,1002,8090,2.24
clock inverters,471,4500,1.25
## cell usage in the layout, fill, tap and decap left out, types with 17 or more instances in the layout
master and n:
nor2_1 84, nor3_1 27, o21ai_0 120, buf_12 19, a211oi_1 68, clkinv_2 129, mux2_2 40, o221ai_1 39
clkinv_1 203, diode_2 96, nand2_1 256, mux2i_1 767, a21o_1 18, o21ai_1 46, o22ai_1 120, edfxtp_1 8192
a21oi_1 250, o2111ai_1 26, buf_8 32, mux4_2 1964, bufinv_16 57, clkbuf_1 190, a22o_1 17, o211ai_1 49
a221oi_1 134, nor2b_1 32, a22oi_1 130, dfrtp_1 50, clkdlybuf4s50_1 36, clkinv_16 18, nand3_1 62, clkbuf_16 819
buf_4 915, a31oi_1 21, nor2_4 262
No activity file was given, so power comes from the tool's default toggle rates.
